$ cat ./run.sh
#!/bin/bash
# OpenROAD 26Q1-2900-gdf79404cd8, Yosys 0.63+post, stock flow scripts
make -C /OpenROAD-flow-scripts/flow DESIGN_CONFIG=/design/flow/config.mk WORK_HOME=/design/flow/orfs finish
$ cat ./config.mk
export PLATFORM = sky130hd
export DESIGN_NAME = RegisterFile
export DESIGN_NICKNAME = RegisterFile
export VERILOG_FILES = /design/flow/design.v
export SDC_FILE = /design/flow/constraint.sdc
export NUM_CORES = 4
export LEC_CHECK = 1
export CORE_UTILIZATION = 50
$ cat ./constraint.sdc
current_design RegisterFile

set clk_period 6.4
set clk_io_pct 0.2

create_clock -name clk0 -period $clk_period [get_ports {clk}]

set non_clock_inputs [all_inputs -no_clocks]
set_input_delay [expr $clk_period * $clk_io_pct] -clock clk0 $non_clock_inputs
set_output_delay [expr $clk_period * $clk_io_pct] -clock clk0 [all_outputs]
$ cat ./design.v
module RegisterFile (
    input wire clk,
    input wire [4:0] srcreg1_num,   
    input wire [4:0] srcreg2_num,   
    input wire [4:0] dstreg_num,   
    input wire [31:0] write_value,   
    input wire reg_we,
    output [31:0] regdata1,
    output [31:0] regdata2
);
    reg [31:0] regfile[31:0];
    integer i;
    initial begin
        for(i=0;i<32;i=i+1)begin
            regfile[i]=0;
        end
    end
    always @(negedge clk) begin
        if(reg_we&&dstreg_num) begin
            regfile[dstreg_num] <= write_value;
        end
    end
    assign regdata1 = regfile[srcreg1_num];
    assign regdata2 = regfile[srcreg2_num];
endmodule
==> flow_metrics.py <==
# Auto-generated metrics
metrics = {
    "run_status": {
        "status": "complete, but fails checks",
        "violations": "negative setup slack",
    },
    "logic_synthesis": {
        "yosys_area_mm2": 0.0488,
        "yosys_most_used_dff": "edfxtp_1",
        "synth-seq-cells": 1024,
        "ys_types": 25,
        "yosysWarningCount": 1,
        "syn_area_mm2": 0.0488,
        "syn_inst": 3387,
        "common_cells": "edfxtp_1, mux2i_1, nand2_1, nand3_1",
        "synth.top_cell.area_share_pct": 63.1,
        "yosys.stat.seqShare_pct": 63.1,
        "ys_async_sr_fraction_pct": 0,
        "syn_avg_cell_area_um2": 14.4,
        "edf_count": 1024,
        "synthTopCellsByArea": "edfxtp_1, mux2i_1, a22oi_1",
        "top_area_cell": "edfxtp_1",
        "yosysCellCount": 3387,
    },
    "global_routing": {
        "grt_pass1_vias": 38300,
        "antenna_found_initial": 1,
        "grt_pass1_wl_mm": 221,
        "grt_max_degree": 78,
        "gr-total-overflow": 0,
        "globalRouteTotalUtil_pct": 33.6,
    },
    "power": {
        "power_density_mw_per_mm2": 297,
        "leakage_nw": 27.2,
        "max-vdd-ir-drop_mv": 0.250,
    },
    "cts": {
        "hold_buffers": 0,
        "cts.clk_slew.worst_paths_ps": 30,
        "clkSinkCount": 1024,
        "cts_root_buffer": "clkbuf_16",
        "numCtsBuffers": 116,
        "htree_levels": 3,
        "cts_tree": "built",
        "clk_path_buf_depth": 3,
    },
    "final_timing": {
        "setup_violations": 60,
        "rsz0062_at_grt": "yes",
        "hold_violations": 0,
        "fin_ws_ps": -369,
        "finalMaxSlewViolations": 0,
        "maxSlewHeadroom_pct": 36.6,
        "worst_pin_slew_ps": 949,
        "hold_slack_ps": 3460,
    },
    "setup_path": {
        "crit_start": "regfile[6][8]$_DFFE_NP_",
        "crit_required_ps": 5120,
        "start_kind": "flop",
        "path_class": "reg2out",
        "worstPathMaxFanout": 2,
        "end_kind": "primary output",
        "setup.worst_path.end": "regdata2[8]",
        "crit_arrival_ps": 5490,
    },
    "floorplan": {
        "chip_area_mm2": 0.0988,
        "pin_count": 113,
        "die_h_um": 314,
        "fp_util_pct": 50.4,
        "core-area_mm2": 0.0967,
        "row_count": 114,
        "fp.dieW_um": 314,
    },
    "routing": {
        "post-route-drc-count": 0,
        "diodes": 0,
        "dr_total_vias": 35000,
        "viasPerCell": 5.80,
        "firstDrtPassIters": 5,
        "wl_per_cell_um": 24.9,
        "drt_iter0_markers": 1953,
        "finalWirelength_mm": 150,
        "drtAntennaViolNets": 0,
    },
    "finish": {
        "postLayoutCoreUtil_pct": 64.1,
        "top_regs": "regfile x1024",
        "largest_register_ffs": 1024,
        "fill_cells": 6670,
        "drive_above_1_share_pct": 14.5,
        "logic_area_mm2": 0.0179,
        "top_register": "regfile",
        "area_growth_pct": 27.1,
        "area.sequential_mm2": 0.0307,
        "final_area_mm2": 0.0620,
    },
    "place": {
        "place_area_mm2": 0.0533,
        "hpwlAfterDp_mm": 87.6,
        "place.gp.congestion": 0.907,
        "port-buffer-count": 112,
    },
    "min_path": {
        "hold_class": "in2out",
        "hold_start": "srcreg1_num[1]",
    },
    "run": {
        "maxCapViolCount": 0,
        "warnings": 1030,
    },
}
## per-layer routing
metal | GRT usage, % | part of all wire [%]
met3 | 24.1 | 15
met5 | 2.76 | 0.24
met1 | 41.6 | 36
met2 | 46.5 | 46
met4 | 13.9 | 3.3
## final cells by class
type	count	share of cell area [%]
clock buffers	118	4.76
well taps	1276	2.58
multi-input cells	2140	28.9
repair buffers	360	6.28
clock inverters	1120	7.89
flip-flops and latches	1024	49.6
## power breakdown
group	leakage, nW	internal [mW]	switching (mW)	total (mW)
combinational	10.5	0.586	0.928	1.51
clock	7.45	5.07	4.25	9.32
sequential	9.25	7.54	0.0408	7.58
## worst min-delay path by stage
stage	slack, ps	end	depth (start not counted)
4_1_cts	3460	regdata2[11]	6
5_1_grt	3480	regdata1[14]	6
6_report	3460	regdata1[14]	6
## stage by stage
stage	instances	setup WS (ps)	setup TNS, ps	power, mW
floorplan	3418	-500	-208650	9.38
global placement	4789	-183	-5220	10.1
detailed placement	4789	-157	-3400	10.1
CTS	6037	-408	-10600	18.6
global route	6038	-456	-15310	19.5
finish	6038	-369	-7890	18.4
## critical path, cell delays in order, from the launching register on
cell and delay (ps):
edfxtp_1 370, buf_4 140, mux2i_1 150, a22o_1 160, nor3_2 50, a31oi_2 280, buf_4 170, nand3_4 100
buf_2 150
## cell families (layout without fill, tap and decap cells)
group | count (synthesis) | count (layout) | share of synthesized area [%]
AND-OR/OR-AND | 576 | 576 | 8.05
other | 1 | 32 | 0.00769
AND/OR/NAND/NOR | 508 | 508 | 4.71
multiplexers | 1024 | 1024 | 21.0
flip-flops | 1024 | 1024 | 63.1
buffers and inverters | 254 | 1598 | 3.16
## placed cells by master (no fill, tap or decap), types with 6 or more instances in the layout
master              n
inv_1            1053
edfxtp_1         1024
mux2i_1          1023
nand2_1           193
a22oi_1           192
a21oi_1           192
buf_4             154
nand3_1           152
a22o_1            128
clkbuf_16         118
buf_12             91
buf_2              52
nor3_2             46
clkdlybuf4s50_1    46
nor2_4             33
conb_1             32
a31oi_2            31
nand3_2            29
clkinvlp_2         28
a31oi_1            22
bufinv_16          22
nand3_4            13
buf_6              13
a31oi_4            11
nor3_4             10
nor3_1              8
inv_4               6
## timing repair
item                                    in CTS  in global routing
resized                                    363                 39
pin swaps                                  135                 75
setup buffers                               16                  2
endpoints found under the setup margin      64                 64
Power figures rest on the tool's default switching activity, not on a simulated workload.
