**config.mk**
```make
export PLATFORM = sky130hd
export DESIGN_NAME = uart
export DESIGN_NICKNAME = uart
export VERILOG_FILES = /design/flow/design.v
export SDC_FILE = /design/flow/constraint.sdc
export NUM_CORES = 4
export LEC_CHECK = 1
export CORE_UTILIZATION = 30
```
**constraint.sdc**
```tcl
current_design uart

set clk_period 4.4
set clk_io_pct 0.2

create_clock -name clk0 -period $clk_period [get_ports {sys_clk_i}]

set non_clock_inputs [all_inputs -no_clocks]
set_input_delay [expr $clk_period * $clk_io_pct] -clock clk0 $non_clock_inputs
set_output_delay [expr $clk_period * $clk_io_pct] -clock clk0 [all_outputs]
```
**design.v**
```verilog
module uart(
   uart_tx,      
   uart_wr_i,    
   uart_dat_i,   
   sys_clk_i,    
   sys_rst_i     
);
  input uart_wr_i;
  input [7:0] uart_dat_i;
  input sys_clk_i;
  input sys_rst_i;
  output uart_tx;
  reg [3:0] bitcount;
  reg [8:0] shifter;
  reg uart_tx;
  wire uart_busy = |bitcount[3:1];
  wire sending = |bitcount;
  reg [28:0] d;
  wire [28:0] dInc = d[28] ? (115200) : (115200 - 90_000_000);
  wire [28:0] dNxt = d + dInc;
  always @(negedge sys_clk_i or posedge sys_rst_i) begin
    if (sys_rst_i) begin
        d <= 29'b0;
    end else begin
        d <= dNxt;
    end
  end
  wire ser_clk = ~d[28];  
  always @(negedge sys_clk_i or posedge sys_rst_i)
  begin
    if (sys_rst_i) begin
      uart_tx <= 1;
      bitcount <= 0;
      shifter <= 0;
    end else begin
      if (uart_wr_i & ~uart_busy) begin
        shifter <= { uart_dat_i[7:0], 1'h0 };
        bitcount <= (1 + 8 + 2);
      end
      if (sending & ser_clk) begin
        { shifter, uart_tx } <= { 1'h1, shifter };
        bitcount <= bitcount - 1;
      end
    end
  end
endmodule
```
**run.sh**
```bash
#!/bin/bash
# OpenROAD 26Q1-2900-gdf79404cd8, Yosys 0.63+post, stock flow scripts
make -C /OpenROAD-flow-scripts/flow DESIGN_CONFIG=/design/flow/config.mk WORK_HOME=/design/flow/orfs finish
```
==> metrics.txt <==
# HELP chip_impl_metric Implementation results
# TYPE chip_impl_metric gauge
chip_impl_info{name="outcome",value="complete, no violations"} 1
chip_impl_info{name="most_common_cell",value="dfrtn_1"} 1
chip_impl_info{name="critical_path.reg2reg.endpoint",value="d[23]"} 1
chip_impl_metric{name="worstPathRequired",unit="ns"} 2.30
chip_impl_metric{name="yosys_area",unit="mm^2"} 0.00201
chip_impl_metric{name="ctsLongestPathBuffers",unit=""} 2
chip_impl_metric{name="initial_antenna_violation_count",unit=""} 0
chip_impl_info{name="worstSetupEndpointType",value="flip-flop"} 1
chip_impl_metric{name="core_region_area",unit="mm^2"} 0.00642
chip_impl_info{name="clock_tree_from_tritoncts",value="done"} 1
chip_impl_metric{name="synth.ff_latch_count",unit=""} 36
chip_impl_metric{name="power.static_leakage",unit="nW"} 0.952
chip_impl_info{name="worst_path_max_delay_cell",value="clkdlybuf4s50_1"} 1
chip_impl_info{name="timing.hold.worst.class",value="flip-flop to flip-flop"} 1
chip_impl_metric{name="crit_path_max_fanout",unit=""} 5
chip_impl_metric{name="io-pin-count",unit=""} 12
chip_impl_metric{name="ys_cells",unit=""} 191
chip_impl_metric{name="holdWs",unit="ns"} 0.416
chip_impl_metric{name="yosys.cell_types.count",unit=""} 45
chip_impl_metric{name="hold_violations",unit=""} 0
chip_impl_info{name="top_area_cell",value="dfrtn_1"} 1
chip_impl_info{name="endpoint",value="shifter[6]"} 1
chip_impl_metric{name="cp_num_cells",unit=""} 5
chip_impl_info{name="start_kind",value="input pin"} 1
chip_impl_info{name="worstPathCellList",value="clkdlybuf4s50_1 > and3_1 > buf_4 > mux2i_1 > o21ai_0"} 1
chip_impl_info{name="top_cells_by_count_synth",value="dfrtn_1, o21ai_0, nand2_1"} 1
chip_impl_metric{name="drtPass1Iterations",unit=""} 27
chip_impl_metric{name="final-max-slew-violation-count",unit=""} 0
chip_impl_info{name="worst_path_dominant_cell_family",value="buffers and inverters"} 1
chip_impl_metric{name="antenna_violating_nets_post_route",unit=""} 0
chip_impl_metric{name="via_count_of_the_first_global_routing_pass",unit=""} 1390
chip_impl_metric{name="timing.clock.skew",unit="ns"} 0.0480
chip_impl_metric{name="finalWorstSetupSlack",unit="ns"} 0.321
chip_impl_metric{name="grt_use_total",unit="%"} 11.3
chip_impl_metric{name="viasPerCell",unit=""} 4.94
chip_impl_metric{name="gp_routability_congestion",unit=""} 0.806
chip_impl_metric{name="yosys.stat.seqShare",unit="%"} 44.8
chip_impl_metric{name="synth.cell_area",unit="mm^2"} 0.00201
chip_impl_metric{name="power.density",unit="mW/mm^2"} 248
chip_impl_metric{name="drt-total-wl",unit="um"} 3550
chip_impl_metric{name="timing.critical_path.buf_inv",unit=""} 2
chip_impl_info{name="timing.setup.critical_path_class",value="input pin to flip-flop"} 1
chip_impl_metric{name="tns",unit="ns"} 0
chip_impl_metric{name="logic_area",unit="mm^2"} 0.00106
chip_impl_metric{name="path_clk_slew",unit="ns"} 0.05
chip_impl_info{name="cts-root-buf",value="clkbuf_8"} 1
chip_impl_metric{name="synthesis.area_per_instance",unit="um^2"} 10.5
chip_impl_metric{name="cp.arrival",unit="ns"} 1.97
chip_impl_metric{name="setup_viol",unit=""} 0
chip_impl_info{name="netlist_top_cells_area",value="dfrtn_1, ha_1, xnor2_1, mux2i_1, o21ai_0"} 1
chip_impl_metric{name="vias_after_detailed_routing",unit=""} 1433
chip_impl_metric{name="post-place-ws",unit="ns"} 0.00200
chip_impl_metric{name="irDropWorstVdd",unit="mV"} 0.0907
chip_impl_metric{name="grt_start_max_net_pins",unit=""} 18
chip_impl_metric{name="post_route_cells_drive_above_1_share",unit="%"} 9.86
chip_impl_metric{name="clkSinkCount",unit=""} 36
chip_impl_metric{name="synthArstFlopShare",unit="%"} 100
chip_impl_info{name="rsz0062_at_grt",value="false"} 1
chip_impl_metric{name="die_x",unit="um"} 83.9
chip_impl_metric{name="drt-wirelength-per-cell",unit="um"} 12.3
chip_impl_metric{name="grt_pass1_wl",unit="um"} 6280
chip_impl_metric{name="chip_area",unit="mm^2"} 0.00704
chip_impl_info{name="r2r_start",value="d[28]"} 1
chip_impl_metric{name="edf_count",unit=""} 0
chip_impl_metric{name="dp_hpwl",unit="um"} 2590
chip_impl_metric{name="later_pin_clock_latency_in_the_skew_report",unit="ns"} 0.34
chip_impl_metric{name="max_cap_viol_count",unit=""} 0
chip_impl_metric{name="pnr_total_power",unit="W"} 0.000578
chip_impl_metric{name="final_core_util",unit="%"} 36.4
chip_impl_metric{name="ys.warnings.count",unit=""} 1
chip_impl_metric{name="cts_made_buffers",unit=""} 5
chip_impl_metric{name="cts.htree.levels",unit=""} 2
chip_impl_metric{name="post-route-drc-count",unit=""} 0
chip_impl_metric{name="fp-row-count",unit=""} 29
chip_impl_metric{name="number_of_warnings_in_the_stage_logs",unit=""} 27
chip_impl_metric{name="syn-instance-count",unit=""} 191
chip_impl_info{name="ys.flop_type",value="dfrtn_1"} 1
chip_impl_metric{name="max_slew_margin",unit="%"} 45.7
chip_impl_metric{name="area.sequential",unit="um^2"} 902
chip_impl_info{name="startpoint",value="uart_wr_i"} 1
chip_impl_metric{name="cts_hold_buffers",unit=""} 0
chip_impl_metric{name="antenna_cells",unit=""} 0
chip_impl_metric{name="fp-utilization",unit="%"} 31.3
chip_impl_metric{name="timing.critical_path.slowest_cell_delay",unit="ns"} 0.47
chip_impl_metric{name="max_slew.worst_pin.slew",unit="ns"} 0.814
chip_impl_metric{name="chipHeight",unit="um"} 83.9
chip_impl_metric{name="timing.reg2reg.worst_path_depth",unit=""} 8
chip_impl_metric{name="netlist.area_leader.share",unit="%"} 43.5
chip_impl_metric{name="r2r_setup_slack",unit="ns"} 1.76
chip_impl_metric{name="detailedRoute.firstIterationViolations",unit=""} 44
chip_impl_metric{name="overflow",unit=""} 0
chip_impl_metric{name="number_of_i_o_port_buffers",unit=""} 11
chip_impl_metric{name="area_delta_synth_final",unit="%"} 16.0
chip_impl_metric{name="filler_cell_count",unit=""} 617
==> per-layer routing <==
layer	global-route usage, %	wire length [um]	vias to the layer above
met5	0	0	-
met4	0.784	9	0
met3	2.71	135	2
met2	17.2	1610	24
met1	17.5	1800	681
li1	-	-	726
==> layout by cell type, fill, tap and decap left out, types with 2 or more instances in the layout <==
| cell | Yosys | final |
|---|---|---|
| nand2_1 | 15 | 15 |
| xor2_1 | 6 | 6 |
| nand3_1 | 6 | 6 |
| nor2b_1 | 3 | 3 |
| mux2i_1 | 9 | 9 |
| clkdlybuf4s50_1 | 0 | 10 |
| clkbuf_8 | 0 | 5 |
| a21o_1 | 2 | 2 |
| nor3b_1 | 2 | 2 |
| and3_1 | 3 | 3 |
| a21oi_1 | 6 | 6 |
| nor2_1 | 7 | 7 |
| o21ai_0 | 17 | 17 |
| a22oi_1 | 2 | 2 |
| ha_1 | 14 | 14 |
| xnor2_1 | 12 | 12 |
| o211a_1 | 2 | 2 |
| o211ai_1 | 4 | 4 |
| nor3_1 | 2 | 2 |
| nand2b_1 | 2 | 2 |
| o21a_1 | 2 | 2 |
| buf_4 | 0 | 6 |
| inv_1 | 9 | 10 |
| dfrtn_1 | 35 | 35 |
| nand4_1 | 2 | 2 |
| a31oi_1 | 6 | 6 |
==> how the worst min path moves through the flow <==
stage	from	to	slack, ns	cells past startpoint
final	bitcount[0]	bitcount[0]	0.42	1
after CTS	bitcount[0]	bitcount[0]	0.42	1
after global routing	shifter[1]	shifter[0]	0.45	2
==> sequential cells by signal, indices dropped and copies added, names as in the netlist <==
| register | cells |
|---|---|
| d | 22 |
| uart_tx | 1 |
| bitcount | 4 |
| shifter | 9 |
==> cell families after synthesis <==
logic type | count (synthesis) | synth area share, %
buffers and inverters | 12 | 2.30
AND-OR/OR-AND | 50 | 16.9
adder cells (fa/ha/maj) | 15 | 9.70
flip-flops | 36 | 44.8
AND/OR/NAND/NOR | 50 | 13.4
multiplexers | 10 | 5.04
XOR/XNOR | 18 | 7.84
==> stage by stage <==
step                      area, um^2  std cells
after global placement          2250        282
after floorplan                 2010        191
after detailed placement        2250        282
after global routing            2330        290
after CTS                       2330        290
final                           2330        290
==> where the power goes <==
part | leakage (nW) | total (W) | switching (W) | internal, W
Combinational | 0.527 | 0.0000178 | 0.00000820 | 0.00000963
Clock | 0.0517 | 0.000228 | 0.000118 | 0.000110
Sequential | 0.373 | 0.000333 | 0 | 0.000333
Total | 0.952 | 0.000578 | 0.000126 | 0.000452
==> layout make-up <==
type                    count  share of cell area [%]
well taps                  77                    4.13
inverters                   8                    1.29
flip-flops and latches     36                    38.6
multi-input cells         143                    45.6
repair buffers             17                    6.75
clock inverters             3                   0.536
clock buffers               6                    3.11
==> repair_timing <==
item / 4_1_cts / 5_1_grt
endpoints found under the setup margin: 0 / 1
resized: 0 / 1
setup buffers: 0 / 0
Power and IR drop assume default switching activity.
