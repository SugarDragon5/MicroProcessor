--- /design/flow/config.mk ---
export PLATFORM = sky130hd
export DESIGN_NAME = BTB
export DESIGN_NICKNAME = BTB
export VERILOG_FILES = /design/flow/design.v
export SDC_FILE = /design/flow/constraint.sdc
export NUM_CORES = 4
export LEC_CHECK = 1
export CORE_UTILIZATION = 40
export SYNTH_MEMORY_MAX_BITS = 65536
--- /design/flow/constraint.sdc ---
current_design BTB

set clk_period 156.7
set clk_io_pct 0.2

create_clock -name clk0 -period $clk_period [get_ports {clk}]

set non_clock_inputs [all_inputs -no_clocks]
set_input_delay [expr $clk_period * $clk_io_pct] -clock clk0 $non_clock_inputs
set_output_delay [expr $clk_period * $clk_io_pct] -clock clk0 [all_outputs]
--- /design/flow/design.v ---
module BTB (
    input wire clk,
    input wire rst,
    input wire we,
    input wire [15:0] PC_actual,
    input wire [15:0] NPC_actual,
    input wire [15:0] PC,
    output wire [15:0] NPC_predict
);
    parameter BTB_SIZE = 256;    
    integer i;
    reg [19:0] mem[0:BTB_SIZE-1];    
    reg [BTB_SIZE-1:0] mem_valid;
    wire [7:0] w_addr, r_addr;
    wire [19:0] r_data;
    wire r_valid;
    wire [5:0] tag_input, tag_mem;
    assign w_addr=PC_actual[9:2];
    assign r_addr=PC[9:2];
    assign tag_input=PC[15:10];
    assign tag_mem=r_data[19:14];
    assign NPC_predict=(r_valid&&tag_input==tag_mem)?{r_data[13:0], 2'b00}:PC+4;
    always @(posedge clk) begin
        if(we) begin
            mem[w_addr] <= {PC_actual[15:10], NPC_actual[15:2]};
        end
    end
    always @(posedge clk) begin
        if(rst)begin
            mem_valid<=0;
        end else if(we) begin
            mem_valid[w_addr] <= 1;
        end
    end
    assign r_data = mem[r_addr];
    assign r_valid = mem_valid[r_addr];
endmodule
--- /design/flow/run.sh ---
#!/bin/bash
# OpenROAD 26Q1-2900-gdf79404cd8, Yosys 0.63+post, stock flow scripts
make -C /OpenROAD-flow-scripts/flow DESIGN_CONFIG=/design/flow/config.mk WORK_HOME=/design/flow/orfs finish
==> impl_metrics.toml <==
# physical design summary
[timing]
worst_slack_ns = 86.31
max_freq_mhz = 14.2
holdWs_ns = 0.464
finalClockSkew_ns = 0
rsz0062_at_grt = "false"
setup_viol = 0
hold_viol_final = 0
fin_tns_setup_ns = 0
relSlewSlack_pct = 32.6
post-route-min-period_ns = 70.39
fin_crit_sh_pct = 44.9
worst_pin_slew_ns = 0.985
drv_slew = 0

[layout]
comb_area_um2 = 45600
ff_latch_area_um2 = 159000
area_growth_syn_to_layout_pct = 14.0
drive_gt1_share_pct = 31.7
num-fill-cells = 41000
final_common_cell = "edfxtp_1"
final_cell_mix = "edfxtp_1 (5120), mux4_2 (1576), clkbuf_16 (561), buf_4 (526), nor2_1 (312)"

[global_routing]
grt_pass1_wl_mm = 781
grt_max_degree = 161
grt_usage_pct = 23.5
antenna_found_initial = 36
grt_remaining_overflow = 0
grt_pass1_vias = 109000

[clocking]
clk_pin_slew_ns = 0.06
clock_sinks = 5376
postCtsHoldBufs = 0
cts_resized = 0
htree_num_levels = 6
clk_latency_ns = 1.06
cts_setup_buffers = 0
cts_buffer_depth = 4
root_buffer = "clkbuf_16"
numCtsBuffers = 545
tritoncts = "yes"

[drt]
num_vias = 98000
drtAntennaViolNets = 0
route.detailed.drc = 0
first_pass_iters = 5
viasPerCell = 5.78
drt_iter0_markers = 6138
wirelength_mm = 551
wl_per_cell_um = 32.5

[synth]
synth-edff-count = 5120
flop_cell = "edfxtp_1"
yosysCellCount = 9162
synth.cell_area_um2 = 206000
ys_area_um2 = 206000
syn_inst = 9162
yosys_warnings = 1
ys_ff = 5376
ys_seq_share_pct = 77.0
syn-mean-instance-area_um2 = 22.5
synth_cell_types = 66
async_flop_share_pct = 0

[pwr]
ir_drop_mv = 0.0126
power.internal_mw = 2.36
clock_power_share_pct = 42.3
finalPower_mw = 3.00
p_per_area_nw_per_um2 = 12.7
p_switching_mw = 0.634
combPwrFrac_pct = 5.1
leakage_nw = 72.7
p_sw_share_pct = 21.1
seqPwrFrac_pct = 52.6

[worst_setup_path]
path_max_fanout = 54
end_kind = "primary output"
critPathKind = "in -> out"
crit_required_ns = 125.36
cp.arrival_ns = 39.05
worstSetupStartpointType = "input pin"

[place]
dp_hpwl_mm = 323
port_buffers = 62
gp_congestion = 0.902
preCtsSetupSlack_ns = 86.19

[floorplan]
initial_utilization_pct = 40.2
core-area_um2 = 513000
die_area_um2 = 519000
placement_rows = 263
die_x_um = 720
die_height_um = 720
ios = 67

[run]
drv_cap = 0
tool_warnings = 54

[worst_hold_path]
worstHoldPathType = "reg -> reg"

[outcome]
status = "finished clean"
[stage by stage]
step           instances  area, µm²  utilization (%)
2_1_floorplan       9162     206000                -
3_3_place_gp       16000     218000             42.4
3_5_place_dp       16000     218000             42.4
4_1_cts            16900     235000             45.8
5_1_grt            16900     235000             45.8
6_report           17000     235000             45.8
[cells in the mapped netlist (21+ instances only)]
master / count / area, µm²
nand2_1: 110 / 413
dfxtp_1: 256 / 5120
nor2b_1: 33 / 206
a31oi_1: 116 / 726
clkbuf_1: 324 / 1220
a22oi_1: 111 / 833
mux2i_1: 131 / 1310
buf_1: 64 / 240
o22ai_1: 22 / 138
nand3_1: 48 / 240
buf_2: 133 / 666
a211oi_1: 21 / 158
mux2_2: 32 / 360
a21oi_1: 219 / 1100
edfxtp_1: 5120 / 154000
nor2_1: 569 / 2140
mux4_2: 1576 / 35500
[kinds of logic (layout without fill, tap and decap cells)]
| group | after synthesis | in the layout | synth area share, % |
|---|---|---|---|
| xor gates and xnor gates | 29 | 29 | 0.123 |
| muxes | 1739 | 1739 | 18.0 |
| and+or+nand+nor | 841 | 841 | 1.70 |
| other | 0 | 37 | 0 |
| AOI/OAI and AO/OA | 601 | 601 | 1.87 |
| adders and majority gates | 6 | 6 | 0.0364 |
| buffers and inverters | 570 | 1565 | 1.23 |
| DFF | 5376 | 5376 | 77.0 |
[path summary, 6_finish.rpt]
check	start	depth (start not counted)	to	slack [ns]
max	PC[2]	18	NPC_predict[12]	86.31
min	mem_valid[143]$_SDFFE_PP0P_	2	mem_valid[143]$_SDFFE_PP0P_	0.46
min reg2reg	mem_valid[143]$_SDFFE_PP0P_	2	mem_valid[143]$_SDFFE_PP0P_	0.46
max reg2reg	mem_valid[159]$_SDFFE_PP0P_	2	mem_valid[159]$_SDFFE_PP0P_	156.01
[power groups by stage]
stage	clock network (mW)	logic, mW	registers (mW)
after global routing	1.34	0.161	1.58
after CTS	1.29	0.152	1.58
final	1.27	0.152	1.58
[metal layers]
metal,vias to the layer above,track usage (%),share of wire [%]
met5,-,3.67,0.44
met4,51,7.69,4.3
met3,1079,21.5,21
li1,40100,-,-
met2,7390,33.1,46
met1,49300,25.1,29
[area by class of cell]
cell class | instances | area share [%]
clock buffers | 671 | 6.19
inverters | 10 | 0.0202
clock inverters | 290 | 1.19
multi-input cells | 3216 | 19.4
repair buffers | 594 | 2.04
well taps | 6757 | 3.59
flip-flops and latches | 5376 | 67.5
diodes | 37 | 0.0394
[flip-flops by register name (all words and copies together) (netlist names)]
name       cells
mem         5120
mem_valid    256
[critical path, cell delays in order]
cell	delay [ns]
buf_16	0.36
buf_4	0.48
buf_4	0.46
buf_4	0.62
buf_4	0.67
buf_4	0.65
mux4_2	0.61
a22oi_1	0.24
a21oi_1	0.12
nor4_2	0.73
buf_4	0.26
nor3_1	0.04
or3_1	0.51
nand3_1	0.13
or4_1	0.32
buf_4	0.31
mux2_2	0.48
clkdlybuf4s50_1	0.45
